File: flow/constraint.sdc
current_design my_tft

set clk_period 5.3
set clk_io_pct 0.2

create_clock -name clk0 -period $clk_period [get_ports {i_clk}]

set non_clock_inputs [all_inputs -no_clocks]
set_input_delay [expr $clk_period * $clk_io_pct] -clock clk0 $non_clock_inputs
set_output_delay [expr $clk_period * $clk_io_pct] -clock clk0 [all_outputs]
File: flow/design.v
`timescale 1ns/1ns
module my_tft_TB();
	reg i_clk;
	reg i_rst_n;
	wire o_tft_clk;
	wire o_HS;
	wire o_VS;
	wire o_DE;
	wire [7:0] o_Red;
	wire [7:0] o_Blue;
	wire [7:0] o_Green;
	reg [7:0] i_Red;
	reg [7:0] i_Blue;
	reg [7:0] i_Green;
	wire [15:0] o_row_pixel;
	wire [15:0] o_col_pixel;
my_tft UUT(
.i_clk (i_clk),
.i_rst_n (i_rst_n),
.o_tft_clk (o_tft_clk),
.o_HS (o_HS),
.o_VS (o_VS),
.o_DE (o_DE),
.o_Red (o_Red),
.o_Green (o_Green),
.o_Blue (o_Blue),
.i_Red (i_Red),
.i_Blue (i_Blue),
.i_Green (i_Green),
.o_row_pixel (o_row_pixel),
.o_col_pixel (o_col_pixel)
	);
initial begin
i_clk = 1;
i_rst_n = 1;
end
always begin
#1 i_clk = !i_clk;
end
endmodule
module my_tft(
input i_clk,
input i_rst_n,
output  o_tft_clk,
output reg o_HS,
output reg o_VS,
output o_DE,  
output reg [7:0] o_Red,
output reg [7:0] o_Blue,
output reg [7:0] o_Green,
input [7:0] i_Red,
input [7:0] i_Blue,
input [7:0] i_Green,
output reg [15:0] o_row_pixel = 0,
output reg [15:0] o_col_pixel = 0
	);
assign o_tft_clk = i_clk;  
reg [23:0] r_vs_cnt = 0;
reg r_vs_blank;
reg r_vs_front_porch;
always@(posedge o_tft_clk)  
begin
if (r_vs_cnt == 24'd487200) r_vs_cnt <= 0;
else r_vs_cnt <= r_vs_cnt + 1;
if (r_vs_cnt == 0) begin 
	o_VS <= 0; 
	r_vs_blank <= 0; 
	r_vs_front_porch <= 1; end
if (r_vs_cnt == 24'd2784) o_VS <= 1;
if(r_vs_cnt == 24'd29696) r_vs_blank <= 1;
if(r_vs_cnt == 24'd475136) r_vs_front_porch <= 0;
end
reg [23:0] r_hs_cnt = 0;
reg r_hs_blank;
reg r_hs_front_porch;
always@(posedge o_tft_clk)  
begin
if (r_hs_cnt == 24'd928) r_hs_cnt <= 0;
else r_hs_cnt <= r_hs_cnt + 1;
if(r_hs_cnt == 0)begin
o_HS <= 0;
r_hs_blank <= 0;
r_hs_front_porch <= 1; end
if(r_hs_cnt == 24'd48) o_HS <= 1;
if(r_hs_cnt == 24'd88) r_hs_blank <= 1;
if(r_hs_cnt == 24'd888) r_hs_front_porch <= 0;
end
assign o_DE = (o_VS && r_vs_blank && r_vs_front_porch && o_HS && r_hs_blank && r_hs_front_porch);
always@(posedge o_tft_clk)  
begin
if(o_DE) begin
o_Green <= i_Green;
o_Red <= i_Red;
o_Blue <= i_Blue;
o_col_pixel <= o_col_pixel +1;
end
else begin
o_Green <= o_Green;
o_Red <= o_Red;
o_Blue <= o_Blue;
o_col_pixel <= 0;
end
end
always@(posedge o_tft_clk)  
begin
if (o_row_pixel == 479)
o_row_pixel <= 0;
else if(o_col_pixel == 799)
o_row_pixel <= o_row_pixel +1;
else o_row_pixel <= o_row_pixel;
end
endmodule
File: flow/config.mk
export PLATFORM = sky130hd
export DESIGN_NAME = my_tft
export DESIGN_NICKNAME = my_tft
export VERILOG_FILES = /design/flow/design.v
export SDC_FILE = /design/flow/constraint.sdc
export NUM_CORES = 4
export LEC_CHECK = 1
export CORE_UTILIZATION = 50
File: flow/run.sh
#!/bin/bash
# OpenROAD 26Q1-2900-gdf79404cd8, Yosys 0.63+post, stock flow scripts
make -C /OpenROAD-flow-scripts/flow DESIGN_CONFIG=/design/flow/config.mk WORK_HOME=/design/flow/orfs finish
==> deck_impl_summary.md <==
Flow Results at a Glance

Synthesis
  • EDFF count, synth: 24
  • Post-Syn Instances: ~460
  • Post-synth area hogs: dfxtp_1 38%, edfxtp_1 16%, xnor2_1 7.9%
  • Synthesized area per cell: 10.0 um^2
  • Most frequent cell after synthesis: dfxtp_1
  • Sequential share of the synthesized area: 0.534
  • Yosys cell types: 43
  • Cell type with the largest total area: dfxtp_1
  • FFs w/ async S/R, synth: 0
  • Yosys Instances: 457
  • Top cells by count, synth: 86 x dfxtp_1, 42 x nor2_1, 41 x xnor2_1
  • Top cell area share: 0.377
  • Yosys warning count: 1
  • Main synth FF type: dfxtp_1
  • #FFs+latches synth: 110
  • Yosys stat chip area: 4570 um^2
  • Netlist Area Pre-Place: 4570 um^2

Power
  • P per Cell Area: between 200 and 250 nW/um^2
  • Leakage: between 1.5 and 2 nW
  • VDD IR-drop max: about 0.00013 V

Place
  • Placed Area: 5500 um^2
  • DP HPWL: between 6 and 7 mm
  • Port bufs: around 84
  • GP Congestion: ~0.84

Global route
  • Number of global-route vias before repair: 3144
  • First-pass GRT wire length: between 15 and 20 mm
  • Tot GR Track Use: 0.201
  • Largest net degree at the start of global routing: 27
  • GRT Residual Overflow: 0
  • Antenna violations before repair: 0

Setup path
  • Crit start category: clock port
  • Worst path arrival time: around 3300 ps
  • CP Max Fanout: 2
  • CP endpoint kind: primary output
  • Setup Crit Path Kind: clock port to primary output
  • Buf/Inv on CP: 3
  • Crit-path max cell delay: ~400 ps
  • Most used cell, CP: clkbuf_8
  • CP Cell Sequence: clkbuf_8 > clkbuf_8 > clkdlybuf4s50_1
  • Crit path required time: between 4000 and 5000 ps
  • Top cell family by delay on the critical path: buffers and inverters
  • CP max stage cell: clkdlybuf4s50_1

STA
  • Clk_skew: 14.5 ps
  • Relative slew slack: 0.416
  • Setup violators final: 0
  • Final Hold Fails: 0
  • Slew Limit Fails: 0
  • Unrepaired setup endpoints after global routing: no
  • Fin Setup TNS: 0 ps
  • Slew at the pin closest to its max-slew limit: about 870 ps

Drt
  • Antenna cells: 0
  • Iter 0 DRT Violations: 155
  • Total number of vias: about 3500
  • Routed len/inst: 13.4 um
  • First-pass DRT Iterations: 21
  • Met3 wire len: 641 um
  • Routed met2 length: approximately 3.6 mm
  • Routed vias/inst: 5.36
  • DRC Markers: 0
  • Drt total wl: approximately 8.8 mm
  • Top Metal Used: met4
  • Met1 Wirelength: 4.40 mm
  • Post-DRT Antenna Nets: 0

Status
  • Status: complete, no violations

Floorplanning
  • Rows: 34
  • Die X: 97.6 um
  • FP Core Util: 0.519
  • I/O pins: between 80 and 90
  • Core area: 8810 um^2
  • Die height: 97.6 um
  • Die Size: 9530 um^2

Clock network
  • PostCTS Resize Cnt: 0
  • CTS tree: yes
  • Number of setup buffers added after CTS: 0
  • Cts hold-fix bufs: 0
  • Clk latency of the worst-skew pair: 470 ps
  • Clock Pin Slew Worst Setup and Hold Paths: 90 ps

Layout
  • Fraction of layout instances using a drive strength above 1: 0.0474
  • Area delta synth->final: 25.5%
  • Final instance area: 5740 um^2

Run
  • Max cap viols: 0
  • OpenROAD warnings: 30

Hold path
  • Hold crit path type: flop to flop
[where the power goes]
group | switching (mW) | internal, mW | total (mW)
clock network | 0.283 | 0.280 | 0.562
logic | 0.00223 | 0.0152 | 0.0174
registers | 0 | 0.854 | 0.854
[sequential cells by signal (all words and copies together) (netlist names), 8 cells and up]
| register | count |
|---|---|
| o_Blue | 8 |
| o_Green | 8 |
| o_Red | 8 |
| o_col_pixel | 16 |
| o_row_pixel | 16 |
| r_hs_cnt | 24 |
| r_vs_cnt | 24 |
[path summary, 6_finish.rpt]
kind	to	slack [ps]	start	depth (start not counted)
worst max-delay path	o_tft_clk	970	i_clk	3
worst min-delay path	r_vs_front_porch	460	r_vs_front_porch	2
worst max register to register	o_row_pixel[5]	3040	o_col_pixel[0]	5
worst min register to register	r_vs_front_porch	460	r_vs_front_porch	2
[layout make-up]
class / count / area [um^2]
Sequential cell: 110 / 2440
Multi-Input combinational cell: 316 / 2010
Timing Repair Buffer: 85 / 846
Clock buffer: 15 / 183
Tap cell: 108 / 135
Clock inverter: 5 / 58.8
Inverter: 17 / 63.8
Fill cell: 697 / 3070
[routing by layer]
layer	vias up	track usage
met5	-	0
met4	0	0.0326
met3	5	0.0469
met2	74	0.275
met1	1613	0.347
li1	1827	-
[cell families after synthesis]
group,share of synthesized area
multiplexers,0.00876
buffers and inverters,0.0268
XOR/XNOR,0.109
AND-OR/OR-AND,0.0493
AND/OR/NAND/NOR,0.255
flip-flops,0.534
adder cells (fa/ha/maj),0.0164
[through the flow]
stage          instances  hold WS (ps)   util  power [mW]  worst slack [ps]
3_5_place_dp         637           453  0.625       0.903              1220
2_1_floorplan        457           419      -       0.882              1490
4_1_cts              656           468  0.651        1.45               966
6_report             656           463  0.651        1.43               973
5_1_grt              656           487  0.651        1.50               950
3_3_place_gp         637           446  0.625       0.903              1220
[worst reg2reg max path, stage by stage, from the launching register on]
cell	delay, ps
dfxtp_1	420
ha_1	250
nand4_2	270
or4_1	680
or4_1	440
a21oi_1	150
[layout by cell type (no fill, tap or decap), drive strengths merged, types with 3 or more instances in the layout]
| cell type | netlist | routed |
|---|---|---|
| dfxtp | 86 | 86 |
| clkdlybuf4s50 | 0 | 84 |
| nor2 | 42 | 42 |
| xnor2 | 41 | 41 |
| nand3 | 33 | 33 |
| nand4 | 25 | 25 |
| nor4 | 25 | 25 |
| nand2 | 24 | 24 |
| edfxtp | 24 | 24 |
| inv | 17 | 18 |
| xor2 | 16 | 16 |
| clkbuf | 11 | 14 |
| or3 | 13 | 13 |
| o21ai | 12 | 12 |
| a21oi | 11 | 11 |
| nor3 | 11 | 11 |
| and3 | 10 | 10 |
| o31ai | 6 | 6 |
| ha | 6 | 6 |
| and4 | 5 | 5 |
| or4 | 5 | 5 |
| mux2i | 4 | 4 |
| and2 | 3 | 3 |
| nand2b | 3 | 3 |
| nor2b | 3 | 3 |
| nand3b | 3 | 3 |
| clkinvlp | 0 | 3 |
No activity file was given, so power comes from the tool's default toggle rates.
